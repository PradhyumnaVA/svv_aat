--- flow/config.mk ---
export PLATFORM = sky130hd
export DESIGN_NAME = usr
export DESIGN_NICKNAME = usr
export VERILOG_FILES = /design/flow/design.v
export SDC_FILE = /design/flow/constraint.sdc
export NUM_CORES = 4
export LEC_CHECK = 1
export CORE_AREA = 10 10 70 70
export DIE_AREA = 0 0 80 80
--- flow/constraint.sdc ---
current_design usr

set clk_period 1.2
set clk_io_pct 0.2

create_clock -name clk0 -period $clk_period [get_ports {clk}]

set non_clock_inputs [all_inputs -no_clocks]
set_input_delay [expr $clk_period * $clk_io_pct] -clock clk0 $non_clock_inputs
set_output_delay [expr $clk_period * $clk_io_pct] -clock clk0 [all_outputs]
--- flow/design.v ---
module usr(
  input clk, rst_n,
  input [1:0] select,  
  input [3:0] p_din,   
  input s_left_din,    
  input s_right_din,   
  output reg [3:0] p_dout,  
  output s_left_dout,  
  output s_right_dout  
);
  always@(posedge clk) begin
    if(!rst_n) p_dout <= 0;
    else begin
      case(select)
        2'h1: p_dout <= {s_right_din,p_dout[3:1]};  
        2'h2: p_dout <= {p_dout[2:0],s_left_din};   
        2'h3: p_dout <= p_din;  
        default: p_dout <= p_dout;  
      endcase
    end
  end
  assign s_left_dout = p_dout[0];
  assign s_right_dout = p_dout[3];
endmodule
--- flow/run.sh ---
#!/bin/bash
# OpenROAD 26Q1-2900-gdf79404cd8, Yosys 0.63+post, stock flow scripts
make -C /OpenROAD-flow-scripts/flow DESIGN_CONFIG=/design/flow/config.mk WORK_HOME=/design/flow/orfs finish
==> run notes <==
run results: status finished clean, die area 0.006400 mm2, post-route cell area 475.5 um2, H-tree depth 1, final non-filler cell total 89, CORE AREA between 0.003 and 0.004 mm2, clk latency of the worst-skew pair roughly 0.24 ns, Largest regs p_dout (4), ant diodes 0, reg2reg start p_dout[3], DP HPWL about 560 um, number of cells in Yosys stat 21, DP Area ~420 um2, Flops after synth 4, total power draw ~0.00042 W, I/O pins 16, detailed-route via count around 250, CTS tree yes, antenna violations before repair 0, critical path's largest stage delay around 0.31 ns, Seq/Total Area, Yosys 36.16%, Worst Hold Slack 0.6268 ns, crit-path cells buf_4 -> dlygate4sd2_1, HP Class flop to flop, CTS Buf Count 3, most frequent logic cell in the layout clkdlybuf4s50_1, die x size about 80 um, Worst Setup Path Type flop to output port, leakage power ~0.22 nW, cts hold-fix bufs 0, pin count of the biggest net entering global routing 6, Core Density at Floorplan 6.484%, critical path startpoint category flop, Final setup viols 0, critical path fanouts, max 2, die height approximately 80 um, Layout fillers between 300 and 400, FP Rows 21, input/output buffers 15, area delta synth->final 114.7%, max reg flops 4, Cell Type Count 7, routability cong. between 0.7 and 0.8, CP endpoint kind output port, Worst-path clk slew 0.04 ns, iteration tally of the first detailed-router pass 2, RSZ-0062 raised after global routing false, Hold Crit Start p_dout[1], Ys Warns 1, tool warnings 25, vias in the first global route approximately 270, Residual DRC 0, Largest Register p_dout, DR iter-0 viols 4, Gate Count Post-Synth 21, Avg Cell Area, Syn roughly 11 um2, Worst Skew around 0.000095 ns, clk sinks 4, Final Hold Fails 0, DP Cell Count just over 80, DR vias/cell 2.775, relative slew slack 89.86%, DR WL/cell about 8.5 um, Worst Tran Pin Value approximately 0.15 ns, Setup crit start p_dout[3], dpl ws -0.09764 ns, most frequent cells in the layout clkdlybuf4s50_1, mux2i_1, buf_4, worst vdd rail ir drop roughly 0.17 mV, gr ovfl total 0, slowest stage cell, crit path dfxtp_2, Max clock buf depth 2, Clock Tree Root clkbuf_4, gr usage total under 10%, crit path DAT between 0.9 and 1 ns, Max Clock Freq slightly below 0.9 GHz, layout cells sized above 1 between 30% and 40%, Post-DRT Antenna Nets 0, fin. max-slew vios 0, Post-Syn Area 221.5 um2, worst endpoint required time roughly 0.96 ns, yosys stat chip area approximately 220 um2, pwr dens between 800 and 900 mW/mm2, Routed WL 759 um, PnR worst setup slack 0.05493 ns, fin crit period 1.145 ns, first-pass GRT wire length approximately 1.2 mm, Max Cap Viol 0, period utilization between 90% and 100%
worst max-delay path, delay by kind of cell, from the launching register on:
kind / cells / cell delay [ns]
DFF: 1 / 0.31
buffers and inverters: 2 / 0.36
worst paths after layout:
check / end / slack, ns / depth (start not counted)
max: s_right_dout / 0.05 / 2
min: p_dout[0] / 0.63 / 3
max reg2reg: p_dout[2] / 0.29 / 4
min reg2reg: p_dout[0] / 0.63 / 3
cell families (layout without fill, tap and decap cells):
group / Yosys count / after routing / synth area share (%)
AND/OR/NAND/NOR: 2 / 2 / 4.520
AND-OR/OR-AND: 4 / 4 / 11.30
flip-flops: 4 / 4 / 36.16
multiplexers: 8 / 8 / 36.16
buffers and inverters: 3 / 25 / 11.86
power breakdown:
group	internal [W]	switching [W]	total [W]	leakage (nW)
Sequential	0.000144	0.00000476	0.000149	0.0344
Clock	0.000112	0.0000562	0.000168	0.0138
Combinational	0.0000711	0.0000304	0.000102	0.169
what timing repair did:
action                                  4_1_cts  5_1_grt
endpoints found under the setup margin        6        0
gates resized                                10        0
setup buffers                                 5        0
routing by layer:
metal  global-route usage [%]  vias up  part of all wire (%)  routed length (um)
met5                        0        -                     0                   0
met4                    1.408        0                   5.5                  42
met3                   0.6818        4                    10                  78
met2                    3.692       14                    42                 318
met1                    2.333      107                    42                 320
li1                         -      122                     -                   -
cells in the mapped netlist:
cell | n | area, um2
dfxtp_1 | 4 | 80.08
nand2_1 | 1 | 3.750
mux2i_1 | 8 | 80.08
o22ai_1 | 4 | 25.02
nand2b_1 | 1 | 6.260
buf_4 | 2 | 15.01
buf_6 | 1 | 11.26
area by class of cell:
class	instances	area (um2)	share of cell area, %
Clock buffer	3	22.52	4.737
Multi-Input combinational cell	14	115.1	24.21
Timing Repair Buffer	22	195.2	41.05
Sequential cell	4	85.08	17.89
Tap cell	46	57.56	12.11
per-stage QoR:
step / utilization (%) / TNS (ns)
5_1_grt: 13.92 / 0
4_1_cts: 13.92 / 0
2_1_floorplan: - / 0
6_report: 13.92 / 0
3_3_place_gp: 12.23 / -0.2673
3_5_place_dp: 12.23 / -0.2917
No activity file was given, so power comes from the tool's default toggle rates.
